### design/flow/config.mk
export PLATFORM = sky130hd
export DESIGN_NAME = reed_solomon_encode
export DESIGN_NICKNAME = reed_solomon_encode
export VERILOG_FILES = /design/flow/design.v
export SDC_FILE = /design/flow/constraint.sdc
export NUM_CORES = 4
export LEC_CHECK = 1
export CORE_UTILIZATION = 40
### design/flow/constraint.sdc
current_design reed_solomon_encode

set clk_period 26.3
set clk_io_pct 0.2

create_clock -name clk0 -period $clk_period [get_ports {clk}]

set non_clock_inputs [all_inputs -no_clocks]
set_input_delay [expr $clk_period * $clk_io_pct] -clock clk0 $non_clock_inputs
set_output_delay [expr $clk_period * $clk_io_pct] -clock clk0 [all_outputs]
### design/flow/design.v
`timescale 1ns / 1ps
module cdw_xor_tmp
#( 
    parameter parameter_set = "hqc128",
    parameter N1_BYTES =    (parameter_set == "hqc128")? 46:
				            (parameter_set == "hqc192")? 56:
				            (parameter_set == "hqc256")? 90:
				                                         46,
	parameter K_BYTES = (parameter_set == "hqc128")? 16:
				        (parameter_set == "hqc192")? 24:
			            (parameter_set == "hqc256")? 32: 
                                                     16,
	parameter N1 = 8*N1_BYTES,
	parameter K = 8*K_BYTES
)
(
    input [N1-K-1:0] cdw_in,
    input [N1-K-1:0] tmp_arr,
    output [N1-K-1:0] cdw_out
    );
  genvar i;
  generate
    for (i = N1_BYTES-K_BYTES; i>1; i=i-1) begin:cdw_xor_tmparr
        assign cdw_out[8*i-1:8*i-8] =  cdw_in[8*(i-1)-1:8*(i-1)-8] ^ tmp_arr[8*i-1:8*i-8];
    end
  endgenerate
  assign cdw_out[7:0] = tmp_arr[7:0];
endmodule
`timescale 1ns / 1ps
module gf_mul
#( 
    parameter REG_IN = 1,
    parameter REG_OUT = 1
)
(
    input clk,
    input start,
    input [7:0] in_1,
    input [7:0] in_2,
    output [7:0] out,
    output done
    );
  function [7:0] mul;
    input [7:0] v_temp, in_1, in_2;
    input integer i;
    integer j; 
    begin
        for (j=0; j < 8; j =j+1)
           mul[j] = v_temp[j] ^ (in_1[j] & in_2[8-i-1]);
    end
  endfunction
  function [7:0] v_temp_rearrange;  
    input [7:0] v_temp;
    reg dummy;
    begin
    dummy = v_temp[7];
    v_temp_rearrange[7] = v_temp[6];
    v_temp_rearrange[6] = v_temp[5];
    v_temp_rearrange[5] = v_temp[4];
    v_temp_rearrange[4] = v_temp[3] ^ dummy;
    v_temp_rearrange[3] = v_temp[2] ^ dummy;
    v_temp_rearrange[2] = v_temp[1] ^ dummy;
    v_temp_rearrange[1] = v_temp[0];
    v_temp_rearrange[0] = dummy;
    end
  endfunction
reg [7:0] in_1_reg;    
reg [7:0] in_2_reg;
wire [7:0] v_temp_0;    
wire [7:0] v_temp_1;    
wire [7:0] v_temp_2;    
wire [7:0] v_temp_3;    
wire [7:0] v_temp_4;    
wire [7:0] v_temp_5;    
wire [7:0] v_temp_6;    
wire [7:0] v_temp_7;
wire [7:0] mul_0;    
wire [7:0] mul_1;    
wire [7:0] mul_2;    
wire [7:0] mul_3;    
wire [7:0] mul_4;    
wire [7:0] mul_5;    
wire [7:0] mul_6;    
wire [7:0] mul_7;  
reg [7:0] out_reg;
reg done_reg_1 = 0;
reg done_reg_2 = 0;
generate
if (REG_IN == 1) begin
    always@(posedge clk)
    begin
        in_1_reg <= in_1;
        in_2_reg <= in_2;
        done_reg_1 <= start;
    end
end 
else begin
    always@(in_1, in_2)
    begin
        in_1_reg <= in_1;
        in_2_reg <= in_2;
        done_reg_1 <= start;
    end
end 
endgenerate
assign v_temp_0 = v_temp_rearrange(0);
assign mul_0 = mul(v_temp_0, in_1_reg, in_2_reg, 0); 
assign v_temp_1 = v_temp_rearrange(mul_0);
assign mul_1 = mul(v_temp_1, in_1_reg, in_2_reg, 1);      
assign v_temp_2 = v_temp_rearrange(mul_1);
assign mul_2 = mul(v_temp_2, in_1_reg, in_2_reg, 2);
assign v_temp_3 = v_temp_rearrange(mul_2);
assign mul_3 = mul(v_temp_3, in_1_reg, in_2_reg, 3);
assign v_temp_4 = v_temp_rearrange(mul_3);
assign mul_4 = mul(v_temp_4, in_1_reg, in_2_reg, 4);
assign v_temp_5 = v_temp_rearrange(mul_4);
assign mul_5 = mul(v_temp_5, in_1_reg, in_2_reg, 5);
assign v_temp_6 = v_temp_rearrange(mul_5);
assign mul_6 = mul(v_temp_6, in_1_reg, in_2_reg, 6);
assign v_temp_7 = v_temp_rearrange(mul_6);
assign mul_7 = mul(v_temp_7, in_1_reg, in_2_reg, 7);
generate
if (REG_OUT == 1) begin
    always@(posedge clk)
    begin
        out_reg <= mul_7;
        done_reg_2 <= done_reg_1;
    end
end 
else begin
    always@(mul_7)
    begin
        out_reg <= mul_7;
        done_reg_2 <= done_reg_1;
    end
end
endgenerate
assign out = out_reg;
assign done = done_reg_2; 
endmodule
`timescale 1ns / 1ps
module reed_solomon_encode
#( 
    parameter parameter_set = "hqc128",
    parameter N1_BYTES =    (parameter_set == "hqc128")? 46:
				            (parameter_set == "hqc192")? 56:
				            (parameter_set == "hqc256")? 90:
				                                         46,
	parameter K_BYTES = (parameter_set == "hqc128")? 16:
				        (parameter_set == "hqc192")? 24:
			            (parameter_set == "hqc256")? 32: 
                                                     16,
	parameter N1 = 8*N1_BYTES,
	parameter K = 8*K_BYTES,
	parameter G_x_WIDTH = (parameter_set == "hqc128")? 256:
	                      (parameter_set == "hqc192")? 264:
	                      (parameter_set == "hqc256")? 480:
	                                                   256,    
	parameter G_x = (parameter_set == "hqc128")? 256'h0001B5FF_52E4454A_6EAED269_7643AD67_8B15D241_E9F2E949_4B6F75B0_74994559:
	                (parameter_set == "hqc192")? 264'h01_E81DBD32_8EF6E80F_2B52A4EE_019E0D77_9EE086E3_D2A3326B_281B68FD_18EFD82D:
	                (parameter_set == "hqc256")? 480'h0001bbc7_30d8bc27_2f7c4082_b28d1b2f_e80890bf_f6048d63_ef98dbb4_f31f0c7b_d98db7ba_d26173c9_479fd720_65577b96_47943ff0_5b7c79c8_2731a731:
	                                             256'h0001B5FF_52E4454A_6EAED269_7643AD67_8B15D241_E9F2E949_4B6F75B0_74994559  
)
(
    input clk,
    input rst,
    input start,
    input [K-1:0] msg_in,
    output [N1-1:0] cdw_out,
    output reg done
    );
reg [K-1:0] msg;
wire[7:0] gate_value;
reg [N1-1:0] cdw_bytes;
wire [N1-K-1:0] cdw_out_int;
reg capture_cdw;
assign cdw_out = {msg,cdw_bytes[N1-K-1:0]};
always@(posedge clk)
begin
    if (init_msg) begin
        msg <= msg_in;
    end
    else if (shift_msg) begin
        msg <= {msg[K-8-1:0],msg[K-1:K-8]};
    end
end
always@(posedge clk)
begin
    if (init_msg) begin
        cdw_bytes <= 0;
    end
    else if (capture_cdw) begin
        cdw_bytes <= cdw_out_int;
    end
end
assign gate_value = msg[K-1:K-8] ^ cdw_bytes[N1-K-1:N1-K-8];
wire done_gf_mul;
wire [G_x_WIDTH*8-1:0] gf_mul_out;
genvar i;
generate 
    for (i=G_x_WIDTH/8; i>0; i =i-1) begin:GF_MUL_SERIES
      gf_mul GFMUL 
      ( .clk(clk),
        .start(1),
        .in_1(gate_value),
        .in_2(G_x[8*i-1:8*i-8]),
        .out(gf_mul_out[8*i-1:8*i-8]),
        .done(done_gf_mul)
        );
    end
endgenerate 
  cdw_xor_tmp 
  #(.parameter_set(parameter_set))
  CDWXORTMP
  ( .cdw_in(cdw_bytes),
    .tmp_arr(gf_mul_out[N1-K-1:0]),
    .cdw_out(cdw_out_int)
    );  
reg init_msg;
reg shift_msg;
reg [4:0] count_msg_bytes = 0;
reg [3:0] state = 0;
parameter s_wait_start      =   0;
parameter s_gf_mult         =   1;
parameter s_mult_done       =   2;
parameter s_update_count    =   3;
parameter s_done            =   4;
always@(posedge clk)
begin
     if (rst) begin
        state <= s_wait_start;
        count_msg_bytes <= 0;
        done <= 0;
    end
    else begin
        if (state == s_wait_start) begin
            done <= 0;
            if (start) begin
                count_msg_bytes <= 0;
                state <= s_gf_mult;
			end
        end 
        else if (state == s_gf_mult) begin
              state <= s_mult_done;
              done <= 0;
        end
        else if (state == s_mult_done) begin
              state <= s_update_count;
              done <= 0;
        end
        else if (state == s_update_count) begin
              if (count_msg_bytes == K_BYTES-1) begin
                    state <= s_wait_start;
                    count_msg_bytes <= 0;
                    done <= 1;
              end
              else begin
                   state <= s_gf_mult;
                   count_msg_bytes <= count_msg_bytes + 1;
                    done <= 0;
              end
        end
    end 
end
always@(state, start) 
begin
    case (state)
     s_wait_start: 
     begin
        shift_msg <= 0;
        capture_cdw <= 0;
        if (start) begin
            init_msg <= 1;
        end  
        else begin
            init_msg <= 0;
        end
     end
     s_gf_mult:
     begin
            init_msg <= 0; 
            shift_msg <= 0; 
            capture_cdw <= 0;
     end
     s_mult_done:
     begin
            init_msg <= 0; 
            shift_msg <= 0;
            capture_cdw <= 0; 
     end
     s_update_count:
     begin
            init_msg <= 0; 
            shift_msg <= 1;
            capture_cdw <= 1;
     end
	  default: 
	  begin
	       init_msg <= 0; 
	       shift_msg <= 0; 
	  end         
    endcase
end 
endmodule
### design/flow/run.sh
#!/bin/bash
# OpenROAD 26Q1-2900-gdf79404cd8, Yosys 0.63+post, stock flow scripts
make -C /OpenROAD-flow-scripts/flow DESIGN_CONFIG=/design/flow/config.mk WORK_HOME=/design/flow/orfs finish
==> reports/notes.md <==
The run finished with clean final reports. The run gives 52.14 mm for the half-perimeter wire length after placement. The aggregate global-route resource usage was 26.47%. For this run, the detailed router's first-pass iteration total came to 4.

With the number of enable-type register cells in the synthesized netlist at 128, the largest fanout on the critical path is 64. Per the detailed-route log, wirelength across all metal layers totals 72.53 mm. The vertical die dimension was 239.5 um. The run reported a max-capacitance violation count of 0.

Number of remaining DRC errors: 0. The detailed router placed 15220 vias in this run. Clock slew seen by the registers of the worst setup and hold paths: 0.06 ns.

The arrival time of data at the worst endpoint is listed as 8.07 ns. The chip area line in the Yosys stat output reads 22560 sq um. The worst-case max-slew headroom was logged as 41.87%. The horizontal die dimension is 239.5 um, and the via-per-instance ratio is 4.866.

Maximum level of the CTS H-tree: 2. Post-CTS repair ended up resizing 0 cells. With the required time at the worst-slack endpoint at 26.55 ns, the flip-flop count of the largest register after layout is 240.

TritonCTS built the clock tree. Of the cells placed in the final design, the portion with a size suffix greater than 1 is 12.07%. For the highest ir drop seen on vdd, the log shows 74.31 uV.

The instance tally after logic synthesis came out at 1854. The logs give 15170 for the via count of the first global-routing pass and 1854 for the count of instantiated cells in the yosys netlist. Between the synthesized netlist and the finished layout, the area growth was recorded as 34.54%. Detailed-route iteration 0 reported a violation count of 813.

Counting the buffers created by CTS gives 61. The run gives 37 as the post-synthesis cell type count. Buffers placed on the I/O ports in this run total 499. The tools report the chip area as 57360 sq um.

After synthesis the cells add up to 22560 sq um. For the worst-skew pair, the clock arrives at the later sink with an insertion delay of 0.64 ns. The run gives 1 for the count of unclocked register or latch pins. Per report_power, the sequential group accounts for 36.4% of the total. The maximum buffer depth of the clock tree came out at 3.

After synthesis the netlist holds a flip-flop and latch count of 596. For the worst clock skew on the final layout, the log shows 0.02688 ns. Remaining antenna violation count: 0. Setup repair after global routing left no endpoint under its margin. The detail-routed net length per standard cell was 23.19 um.

Among all flip-flop cells after synthesis, the most frequent one is sky130_fd_sc_hd__dfxtp_1. The worst setup path is launched from an input port. The flop-to-flop setup slack is 22.75 ns, and the async set or reset register ratio after synthesis is 0%. The wire length of the first global-routing pass was 102.9 mm; the setup fix buffers added after clock tree synthesis was 0. Pin count of the biggest net entering global routing: 173. The tools report the root buffer cell as sky130_fd_sc_hd__clkbuf_16. The count of endpoints without a timing constraint was 1; the total net switching power was 1.670 mW. The final timing summary puts the cycle share of the worst path at 29.73%. For the sum of overflow across all layers after global routing, the log shows 0. Kind of critical path: in2reg. Class of the worst hold path: reg2reg. The mean instance size in the synthesized netlist was 12.17 sq um; the floorplan core area was 55420 sq um. At the floorplan stage, the core utilization is reported as 40.71%. The logs give 17.84 ns for the worst slack after detailed placement and 10.32 nW for the reported leakage power. Per the summary, power density relative to cell area is 150.5 nW/um^2. The number of warnings reported in the stage logs is 36. The number of buffers inserted by hold repair at cts was 0.

The worst path meets setup with 18.48 ns of slack. The logs give 127.9 MHz for the maximum operating frequency and 86 for the count of standard-cell rows. Max-slew check failures listed in the final report amount to 0. Cell-internal power: 2.897 mW. The final weighted congestion recorded by global placement is 0.9479. The synthesis log from Yosys contains 35 warnings. Switching portion of total power: 36.58%.

The count of pins on the block boundary came out at 500. The logs give 0 for the final-report setup violation count and 18.9% for the clock group share of total power. STA classifies the critical path endpoint as a register. The shortest period the worst path allows works out to 7.820 ns. Counting the fill cells in the layout gives 4640. The pin closest to its max-slew limit shows a slew of 0.8720 ns. The logs give 3 for the number of antenna violations at the first check in global routing and 0 for the hold violation count in the final report. Share of total power in combinational logic: 44.7%. Setup total negative slack on the finished layout was measured at 0 ns.
-- cells in the mapped netlist (2+ instances only) --
| library cell | instances | area [sq um] |
|---|---|---|
| sky130_fd_sc_hd__buf_1 | 13 | 48.80 |
| sky130_fd_sc_hd__buf_2 | 19 | 95.09 |
| sky130_fd_sc_hd__mux2i_1 | 13 | 130.1 |
| sky130_fd_sc_hd__a22oi_1 | 3 | 22.52 |
| sky130_fd_sc_hd__buf_6 | 3 | 33.78 |
| sky130_fd_sc_hd__clkbuf_1 | 83 | 311.6 |
| sky130_fd_sc_hd__inv_2 | 2 | 7.510 |
| sky130_fd_sc_hd__nor2_1 | 248 | 930.9 |
| sky130_fd_sc_hd__xor2_1 | 65 | 569.3 |
| sky130_fd_sc_hd__xnor2_4 | 5 | 137.6 |
| sky130_fd_sc_hd__buf_4 | 9 | 67.56 |
| sky130_fd_sc_hd__ha_1 | 5 | 62.56 |
| sky130_fd_sc_hd__xnor2_1 | 375 | 3284 |
| sky130_fd_sc_hd__a211oi_1 | 232 | 1742 |
| sky130_fd_sc_hd__inv_1 | 22 | 82.58 |
| sky130_fd_sc_hd__xor2_4 | 3 | 82.58 |
| sky130_fd_sc_hd__xnor2_2 | 6 | 97.59 |
| sky130_fd_sc_hd__edfxtp_1 | 128 | 3844 |
| sky130_fd_sc_hd__nand2b_1 | 3 | 18.77 |
| sky130_fd_sc_hd__xor2_2 | 5 | 81.33 |
| sky130_fd_sc_hd__nor2b_1 | 3 | 18.77 |
| sky130_fd_sc_hd__mux2_2 | 128 | 1441 |
| sky130_fd_sc_hd__dfxtp_1 | 467 | 9349 |
-- worst paths after layout --
kind,startpoint,end,cells past startpoint
setup / recovery,start,msg[22],5
hold / removal,count_msg_bytes[4],count_msg_bytes[4],1
setup reg to reg,state[1],msg[22],6
hold reg to reg,count_msg_bytes[4],count_msg_bytes[4],1
-- power by group through the flow --
stage	clock [mW]	combinational [mW]	sequential, mW
6_report	0.864	2.04	1.66
5_1_grt	0.921	2.21	1.70
4_1_cts	0.883	2.06	1.67
-- cells by family after synthesis --
| kind of cell | after synthesis | share of synthesized area [%] |
|---|---|---|
| AOI/OAI and AO/OA | 238 | 7.936 |
| xor gates and xnor gates | 459 | 18.85 |
| adders and majority gates | 5 | 0.2773 |
| buffers and inverters | 152 | 2.884 |
| DFF | 595 | 58.47 |
| latches | 1 | 0.06653 |
| muxes | 141 | 6.965 |
| other | 1 | 0.01662 |
| and+or+nand+nor | 262 | 4.531 |
-- cells in the final DEF, fill, tap and decap left out, drive strengths merged, types with 27 or more instances in the layout --
cell           count
clkdlybuf4s50    499
xor2              73
a211oi           232
edfxtp           128
mux2             128
buf               39
inv               27
dfxtp            467
nor2             248
xnor2            386
clkbuf            99
-- final cells by class --
class	count	area [sq um]	share of cell area, %
Antenna cell	1	2.502	0.008244
Clock buffer	99	1857	6.117
Multi-Input combinational cell	1106	8750	28.83
Inverter	25	93.84	0.3092
Timing Repair Buffer	538	5338	17.58
Sequential cell	596	13210	43.53
Tap cell	748	935.9	3.083
Clock inverter	14	165.2	0.5441
-- through the flow --
stage	std cells	area [sq um]	hold WS, ns	util (%)	total power, mW
after CTS	3126	30350	0.4724	54.77	4.618
after global placement	3013	28330	0.4486	51.12	3.721
after global routing	3127	30350	0.4785	54.78	4.825
after floorplan	1854	22560	0.4314	-	2.812
after detailed placement	3013	28330	0.4576	51.12	3.730
final	3127	30350	0.4680	54.78	4.567
-- per-layer routing --
metal  vias to the layer above  GRT usage [%]  part of all wire (%)
li1                       7303              -                     -
met3                       133          8.802                   9.0
met1                      7196          33.68                    37
met2                       581          42.57                    49
met5                         -              0                 0.012
met4                         2          10.47                   4.8
-- worst max-delay path, stage by stage --
cell,delay [ns]
sky130_fd_sc_hd__clkdlybuf4s50_1,0.46
sky130_fd_sc_hd__and2_4,0.51
sky130_fd_sc_hd__or2_4,0.31
sky130_fd_sc_hd__buf_4,0.67
sky130_fd_sc_hd__buf_4,0.74
No activity file was given, so power comes from the tool's default toggle rates.
